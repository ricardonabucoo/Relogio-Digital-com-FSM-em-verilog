### flow/config.mk
export PLATFORM = sky130hd
export DESIGN_NAME = counter_clock_fsm
export DESIGN_NICKNAME = counter_clock_fsm
export VERILOG_FILES = /design/flow/design.v
export SDC_FILE = /design/flow/constraint.sdc
export NUM_CORES = 4
export LEC_CHECK = 1
export CORE_UTILIZATION = 30
### flow/constraint.sdc
current_design counter_clock_fsm

set clk_period 5.0
set clk_io_pct 0.2

create_clock -name clk0 -period $clk_period [get_ports {clk}]

set non_clock_inputs [all_inputs -no_clocks]
set_input_delay [expr $clk_period * $clk_io_pct] -clock clk0 $non_clock_inputs
set_output_delay [expr $clk_period * $clk_io_pct] -clock clk0 [all_outputs]
### flow/design.v
module counter_clock_fsm(clk, rst, set, inc, cen, blk, dp7_1, dp7_2, dp7_3, dp7_4, leds); 
    input       clk;        
    input       rst;       
    input       set;      
    input       inc;        
    input       cen;       
    output     [6:0] dp7_1;  
    output     [6:0] dp7_2; 
    output     [6:0] dp7_3; 
    output     [6:0] dp7_4; 
    output reg [9:0] leds; 
    output blk;
    supply1 blk ; 
    reg [3:0] cnt1;         
    reg [2:0] cnt2;       
    reg [3:0] cnt3;        
    reg [1:0] cnt4;         
    reg [5:0] seconds;      
    reg [1:0] state;       
    reg [1:0] next_state; 
    reg set_last;          
    reg inc_last;          
    always @(posedge clk or posedge rst) begin
        if (rst) begin
            cnt1 <= 4'b0000; 
            cnt2 <= 3'b000;  
            cnt3 <= 4'b0000; 
            cnt4 <= 2'b00;    
            seconds <= 6'b000000;  
            state <= 2'b00;         
            leds <= 10'b0000000000;  
        end else begin
            state <= next_state;   
            set_last <= set;   
            inc_last <= inc;   
            if (set && !set_last) begin
                case (state)
                    2'b00:       next_state <= 2'b01;   
                    2'b01:  next_state <= 2'b10;  
                    2'b10: next_state <= 2'b00;       
                endcase
            end
if (inc && !inc_last) begin
    case (state)
        2'b01: begin
            if (!cen) begin   
                if (cnt4 == 2'b10 && cnt3 == 4'b0011) begin  
                    cnt3 <= 4'b0000;
                    cnt4 <= 2'b00;
                end else if (cnt3 == 4'b1001) begin
                    cnt3 <= 4'b0000;
                    cnt4 <= cnt4 + 1;
                end else begin
                    cnt3 <= cnt3 + 1;
                end
            end else begin   
                if (cnt4 == 2'b00 && cnt3 == 4'b0000) begin  
                    cnt3 <= 4'b1001;  
                    cnt4 <= 2'b10;    
                end else if (cnt3 == 4'b0000) begin
                    cnt3 <= 4'b1001;  
                    cnt4 <= cnt4 - 1; 
                end else begin
                    cnt3 <= cnt3 - 1; 
                end
            end
        end
        2'b10: begin
            if (!cen) begin   
                if (cnt2 == 3'b101 && cnt1 == 4'b1001) begin 
                    cnt1 <= 4'b0000;
                    cnt2 <= 3'b000;
                end else if (cnt1 == 4'b1001) begin
                    cnt1 <= 4'b0000;
                    cnt2 <= cnt2 + 1;
                end else begin
                    cnt1 <= cnt1 + 1;
                end
            end else begin   
                if (cnt2 == 3'b000 && cnt1 == 4'b0000) begin
                    cnt1 <= 4'b1001; 
                    cnt2 <= 3'b101;  
                end else if (cnt1 == 4'b0000) begin
                    cnt1 <= 4'b1001;   
                    cnt2 <= cnt2 - 1; 
                end else begin
                    cnt1 <= cnt1 - 1; 
                end
            end
        end
    endcase
end
            if (state == 2'b00) begin
                if (!cen) begin
                    if (seconds == 6'd59) begin
                        seconds <= 6'b000000;
                        if (cnt1 == 4'b1001) begin
                            cnt1 <= 4'b0000;
                            if (cnt2 == 3'b101) begin
                                cnt2 <= 3'b000;
                                if (cnt3 == 4'b1001) begin
                                    cnt3 <= 4'b0000;
                                    if (cnt4 == 2'b10) begin
                                        cnt4 <= 2'b00; 
                                    end else begin
                                        cnt4 <= cnt4 + 1;
                                    end
                                end else begin
                                    cnt3 <= cnt3 + 1;
                                end
                            end else begin
                                cnt2 <= cnt2 + 1;
                            end
                        end else begin
                            cnt1 <= cnt1 + 1;
                        end
                    end else begin
                        seconds <= seconds + 1;  
                    end
                     case (seconds)
                        6'd6: leds <= 10'b0000000001;
                        6'd12: leds <= 10'b0000000011;
                        6'd18: leds <= 10'b0000000111;
                        6'd24: leds <= 10'b0000001111;
                        6'd30: leds <= 10'b0000011111;
                        6'd36: leds <= 10'b0000111111;
                        6'd42: leds <= 10'b0001111111;
                        6'd48: leds <= 10'b0011111111;
                        6'd54: leds <= 10'b0111111111;
                        6'd60: leds <= 10'b1111111111;
                        default: leds <= 10'b0000000000; 
                    endcase
                end
            end
        end
    end
    nibble2display NIBBLE2DP7_1(
        .nibble(cnt1),
        .display7seg(dp7_1));
    nibble2display_ate5 NIBBLE2DP7_2(
        .nibble(cnt2),
        .display7seg(dp7_2));
    nibble2display NIBBLE2DP7_3(
        .nibble(cnt3),
        .display7seg(dp7_3));
    nibble2display_ate2 NIBBLE2DP7_4(
        .nibble(cnt4),
        .display7seg(dp7_4));
endmodule
module nibble2display(nibble, display7seg);
    input [3:0] nibble;
    output [6:0] display7seg;
    assign display7seg =
                (nibble == 4'b0000)  ?  7'b1111110 :    
                (nibble == 4'b0001)  ?  7'b0110000 :    
                (nibble == 4'b0010)  ?  7'b1101101 :    
                (nibble == 4'b0011)  ?  7'b1111001 :    
                (nibble == 4'b0100)  ?  7'b0110011 :    
                (nibble == 4'b0101)  ?  7'b1011011 :    
                (nibble == 4'b0110)  ?  7'b1011111 :    
                (nibble == 4'b0111)  ?  7'b1110000 :    
                (nibble == 4'b1000)  ?  7'b1111111 :    
                (nibble == 4'b1001)  ?  7'b1111011 :    
                                        7'b0000000;     
endmodule:nibble2display
module nibble2display_ate5(nibble, display7seg);
    input [2:0] nibble;
    output [6:0] display7seg;
    assign display7seg =
                (nibble == 3'b000)  ?  7'b1111110 :    
                (nibble == 3'b001)  ?  7'b0110000 :    
                (nibble == 3'b010)  ?  7'b1101101 :    
                (nibble == 3'b011)  ?  7'b1111001 :    
                (nibble == 3'b100)  ?  7'b0110011 :    
                (nibble == 3'b101)  ?  7'b1011011 :    
                                      7'b0000000;      
endmodule:nibble2display_ate5
module nibble2display_ate2(nibble, display7seg);
    input [1:0] nibble;
    output [6:0] display7seg;
    assign display7seg =
                (nibble == 2'b00)  ?  7'b1111110 :    
                (nibble == 2'b01)  ?  7'b0110000 :    
                (nibble == 2'b10)  ?  7'b1101101 :    
                                    7'b0000000;      
endmodule:nibble2display_ate2
### flow/run.sh
#!/bin/bash
# OpenROAD 26Q1-2900-gdf79404cd8, Yosys 0.63+post, stock flow scripts
make -C /OpenROAD-flow-scripts/flow DESIGN_CONFIG=/design/flow/config.mk WORK_HOME=/design/flow/orfs finish
==> flow_summary.ini <==
; physical design summary
[timing]
fin_crit_sh = 0.631
tightest_slew_ns = 0.640
report.final.slew_viol_count = 0
finalClockSkew_ns = 0.00491
rsz0062_at_grt = false
hold_viol = 0
finalSetupTns_ns = 0
period_needed_ns = 3.16
fmax_ghz = 0.317
setup_viol = 0
maxSlewHeadroom = 0.573

[cts]
clock-sinks = 35
cts_root_buffer = clkbuf_8
cts_resized = 0
cts_tree = yes
cts-buffers-inserted = 5
holdBufCountCts = 0
clk-insertion-delay-late_ns = 0.28
clk_pin_slew_ns = 0.07
post_cts_buffers = 0
clockBufferDepth = 2
h-tree-depth = 2

[die]
fp_util = 0.312
coreArea_mm2 = 0.00928
dieArea_mm2 = 0.0100
chipWidth_um = 100
pin_count = 44
die.size.y_um = 100
rows = 35

[logic_synthesis]
synth.area.top_cells = dfrtp_1 (27%), ha_1 (8.7%), nor2_1 (5.4%)
ys_cells = 363
syn_area_mm2 = 0.00289
yosys_area_mm2 = 0.00289
async_flop_share = 0.886
synthCells = 363
synth_seq_share = 0.310
synthFlopType = dfrtp_1
yosysTopAreaCellShare = 0.268
yosysTopAreaCell = dfrtp_1
synthDistinctLibCells = 62
edf_count = 4
ys_seq_elements = 35
yosysWarnings = 1
syn_avg_cell_area_um2 = 7.97

[drt]
drt-total-wl_um = 6300
antenna_cells_inserted = 0
drcViolationCount = 0
first_pass_iters = 5
drt_iter0_markers = 75
post_drt_wl_per_cell_um = 12.3
ant_nets = 0
dr_total_vias = 2555
vias_per_cell = 4.97

[power]
peakVddDrop_mv = 0.144
combPwrFrac = 0.539
p_sw_frac = 0.391
power_switching_uw = 606
p_int_uw = 945
pwr-share-clk = 0.121
p_leak_uw = 0.00139
power_frac_seq = 0.341
powerDensity_mw_per_mm2 = 453

[hold_path]
min_to = state[0]$_DFF_PP0_
hold_depth = 0
worstHoldStart = next_state[0]$_DFFE_PP_
min_path_type = reg2reg

[worst_setup_path]
r2r_end = cnt3[3]$_DFF_PP0_
r2r-start = state[0]$_DFF_PP0_
crit_chain = inv_1, ha_1, o21ai_0, o21ai_0, or2_2, clkdlybuf4s50_1
worstPathMaxFanout = 9
path_common_cell = o21ai_0
critPathKind = reg2out
crit_path_end_kind = output pin
cpMaxStageDelayCell = dfrtp_1
reg2reg_slack_ns = 2.99
start_kind = register
worstPathRequired_ns = 4.00
slowest_delay_ns = 0.50
arrival_ns = 2.16
rr_worst_depth = 7

[grt]
track_usage = 0.128
grt_antenna_before_repair = 0
grt_pass1_vias = 2228
grt_pass1_wl_um = 10600
grt.overflow.total = 0
grt_max_degree = 25

[cells_and_area]
mostFrequentLayoutCells = nor2_1 (42), clkdlybuf4s50_1 (42), nand2_1 (36)
area_growth_pct = 18.4
seqCellArea_um2 = 896
fill_cells = 983
final_util = 0.369
drive_gt1_frac = 0.0494
combGateArea_mm2 = 0.00177

[place]
dp_hpwl_um = 4460
gp_congestion = 0.813
io_buffers = 42

[status]
status = finished, final reports clean

[job]
maxCapViolCount = 0
tool_warnings = 40
## metrics by stage
step | area, um^2 | std cells | worst slack, ns | total power (uW) | hold slack, ns
final | 3420 | 514 | 1.84 | 1550 | 0.356
after global routing | 3420 | 514 | 1.70 | 1710 | 0.370
after CTS | 3420 | 514 | 1.83 | 1570 | 0.367
after detailed placement | 3350 | 507 | 2.07 | 1370 | 0.338
after global placement | 3350 | 507 | 2.07 | 1360 | 0.344
after floorplan | 2890 | 363 | 2.52 | 1010 | 0.331
## synth_stat cells (5+ instances only)
cell type	count
a211oi_1	7
a21oi_1	25
a31oi_1	9
buf_2	6
buf_4	6
clkbuf_1	16
dfrtp_1	31
ha_1	20
inv_1	20
mux2i_1	5
nand2_1	36
nand2b_1	9
nand3_1	6
nand3b_1	6
nor2_1	42
nor2b_1	5
nor3_1	10
o21ai_0	27
xor2_1	5
## sequential cells by signal (all words and copies together) (netlist names)
name	count
set_last	1
cnt3	4
seconds	6
leds	10
state	2
next_state	2
inc_last	1
cnt4	2
cnt1	4
cnt2	3
## worst max-delay path by stage
stage	to	slack, ns	start	cells past startpoint
after CTS	dp7_2[6]	1.83	cnt2[0]$_DFF_PP0_	6
after global routing	dp7_3[3]	1.70	cnt3[2]$_DFF_PP0_	4
final	dp7_2[6]	1.84	cnt2[0]$_DFF_PP0_	6
## layout make-up
| class | count | area share |
|---|---|---|
| Timing Repair Buffer | 45 | 0.129 |
| Multi-Input combinational cell | 278 | 0.517 |
| Tap cell | 129 | 0.0471 |
| Clock buffer | 5 | 0.0201 |
| Sequential cell | 35 | 0.262 |
| Inverter | 20 | 0.0219 |
| Clock inverter | 2 | 0.00256 |
## cells by family after synthesis
logic type,after synthesis,share of synthesized area
buffers and inverters,50,0.0779
adders and majority gates,20,0.0865
other,1,0.00130
DFF,35,0.310
muxes,7,0.0251
xor gates and xnor gates,7,0.0212
AOI/OAI and AO/OA,106,0.234
and+or+nand+nor,137,0.244
## worst max-delay path: cells and delay by family, from the launching register on
kind | cells | cell delay, ns
flops | 1 | 0.50
fa+ha+maj | 1 | 0.32
compound gates | 2 | 0.24
simple gates | 1 | 0.29
buf+inv | 2 | 0.54
## power groups by stage
stage	Clock [uW]	Combinational [uW]	Sequential, uW
after global routing	209	945	554
after CTS	196	844	527
final	187	835	528
## routing by layer
metal / wire length [um] / share of wire / global-route usage / vias to the layer above
li1: - / - / - / 1333
met1: 3220 / 0.51 / 0.219 / 1177
met2: 2830 / 0.45 / 0.184 / 43
met3: 230 / 0.037 / 0.0156 / 2
met4: 12 / 0.0019 / 0.00669 / 0
met5: 0 / 0 / 0 / -
Power and IR drop assume default switching activity.
